`./design.v`:
```
`timescale 1ns / 1ps
module uart_brg(
		input clk,
		output en_16_x_baud
    );
	parameter CLOCK = 66000000;
	parameter BAUD = 921600;
	localparam BAUDX16 = BAUD*16;
	parameter BRG_WIDTH = 16;
	localparam [63:0] BAUD_BRG_ROLLOVER = BAUDX16 << BRG_WIDTH;
	localparam [31:0] BRG_INCX2 = BAUD_BRG_ROLLOVER/(CLOCK>>1);
	localparam [BRG_WIDTH-1:0] BRG_INC = BRG_INCX2[BRG_WIDTH:1] + BRG_INCX2[0];
	reg [BRG_WIDTH:0] accumulator = {BRG_WIDTH+1{1'b0}};
	always @(posedge clk) begin
		accumulator <= accumulator[BRG_WIDTH-1:0] + BRG_INC;
	end
	assign en_16_x_baud = accumulator[BRG_WIDTH];
endmodule
```
`./run.sh`:
```
#!/bin/bash
# OpenROAD 26Q1-2900-gdf79404cd8, Yosys 0.63+post, stock flow scripts
make -C /OpenROAD-flow-scripts/flow DESIGN_CONFIG=/design/flow/config.mk WORK_HOME=/design/flow/orfs finish
```
`./config.mk`:
```
export PLATFORM = sky130hd
export DESIGN_NAME = uart_brg
export DESIGN_NICKNAME = uart_brg
export VERILOG_FILES = /design/flow/design.v
export SDC_FILE = /design/flow/constraint.sdc
export NUM_CORES = 4
export LEC_CHECK = 1
export CORE_AREA = 10 10 83 83
export DIE_AREA = 0 0 93 93
```
`./constraint.sdc`:
```
current_design uart_brg

set clk_period 2.3
set clk_io_pct 0.2

create_clock -name clk0 -period $clk_period [get_ports {clk}]

set non_clock_inputs [all_inputs -no_clocks]
set_input_delay [expr $clk_period * $clk_io_pct] -clock clk0 $non_clock_inputs
set_output_delay [expr $clk_period * $clk_io_pct] -clock clk0 [all_outputs]
```
==> notes.org <==
#+TITLE: Physical design notes

** Run status
- The run finished with clean final reports.

** Route
- For this run, the detailed router reports a per-instance via density of 3.30.
- In the post-route report, total wirelength is listed as 1.11 mm.
- Once detail routing completed, the nets flagged for antenna violations numbered 0.
- Length of the first detailed-routing pass in iterations :: 4
- For this sky-water flow run, the detailed-routed wirelength per cell is reported as 8.16 um.
- DRC violations left :: 0
- The final antenna diode tally reported by the flow is 0.
- DR vias :: 449
- Initial DRC Count :: 20

** Synth
- Yosys stat cell total :: 64
- Per the synth log, the flip-flop and latch total comes to 16.
- Netlist Area Pre-Place :: 702 um^2
- Instance count of the mapped netlist :: 64
- Average cell area after synthesis :: 11.0 um^2
- Top cells by area, synth :: dfxtp_1 46%, xnor2_1 7.5%, xor2_1 6.2%
- The number of different library cells used by synthesis comes to 30.
- The largest total area in the synthesized netlist belongs to dfxtp_1.
- The stat command in Yosys gives a chip area of 702 um^2.
- For this run, the register share of the synthesized area comes to 45.6%.
- Area share, top type :: 45.6%
- Counting the warning lines in the Yosys log gives 1.

** Worst hold path
- Hold path cells :: 1
- Hold wc startpoint :: accumulator[1]
- Hold-critical path endpoint :: accumulator[1]
- Hold Path Class :: flop to flop

** Setup path
- Number of cells traversed by the worst register-to-register path :: 4
- The OpenROAD report gives the critical path a required time of 1.84 ns.
- The largest single stage delay on the critical path is 0.47 ns.
- The worst setup path is captured at an output pin.
- Flop-to-flop setup slack :: 0.89 ns
- Per the timing report, the biggest fanout along the worst path comes to 1.
- Gate family responsible for the most delay along the worst path :: buffers and inverters
- Capture point of the worst reg-to-reg path :: accumulator[15]
- Per the STA report, the cell with the highest stage delay on the worst path is clkdlybuf4s50_1.
- Critical register-to-register path startpoint :: accumulator[1]
- STA classifies the critical path startpoint as a flop.
- Counting both buffers and inverters, the worst setup path holds a total of 1.
- Per STA, the startpoint of the critical path is accumulator[16].
- Data arrives at the worst endpoint at 1.02 ns.
- The critical path is of the flop to output pin type.
- For reference, the critical path cell chain is clkdlybuf4s50_1.

** Timing
- Relative slew margins :: 77.3%
- Summed over all failing endpoints, the final setup total negative slack is 0 ns.
- Top achievable clock speed :: 678 MHz
- Final setup viols :: 0
- Counting pins that exceed their max-slew limit in the final report gives 0.
- Unrepaired setup endpoints after global routing :: no
- The transition time recorded at the tightest slew-check pin is 0.341 ns.
- Min Tclk post-route :: 1.48 ns
- Hold violation total from the final report :: 0
- In the finished design, the share of the clock period the worst path needs comes to 64.2%.
- On the final layout, the worst clock skew is 0.00110 ns.

** Placed design
- Post-DP Area :: 777 um^2
- The placement report lists the number of port buffers as 1.
- For this run the detailed placement stage logged an HPWL of 762 um.
- Per the gpl log, the routability congestion estimate is 0.752.

** Clock network
- CTS root buffer :: clkbuf_8
- Count of hold-fix buffers inserted at cts :: 0
- Clock Path Buffers :: 2
- Per the repair_timing log after CTS, setup buffers inserted total 0.
- H-tree depth :: 1
- Once the clock tree was built, the resizer swapped 0 gates to a different size.
- CTS tree :: built
- Total clock sinks :: 16
- Per the TritonCTS log, the buffer count is 3.
- Worst skew pair latency :: 0.24 ns
- The timing report gives the clock slew at the launch and capture registers of the worst setup and hold paths as 0.06 ns.

** Power
- Per the OpenROAD power report, leakage power amounts to 0.300 nW.
- Switching power as a fraction of the total was reported as 17.8%.
- Pwr/cell area :: 627 nW/um^2
- The worst-case IR drop observed on VDD is 0.165 mV.
- Fraction of power consumed by sequential logic :: 53.1%
- Switching power :: 92.9 uW
- Fraction of power consumed by the clock network :: 46.9%
- The internal power of the cells totals 429 uW.
- The power report attributes to the combinational group a share of 0%.

** Floorplanning
- Floorplan core area :: 5140 um^2
- The floorplan has 26 rows.
- The floorplan report gives the top-level pin count as 2.
- In the floorplan report the effective utilization is 13.7%.
- Die Footprint :: 8650 um^2
- Height of the chip :: 93 um
- The floorplan step set the die width to 93 um.

** Final layout
- The register with the most flip-flops in the layout has 16 of them.
- Area of all placed cells without fillers :: 832 um^2
- More flip-flops sit in one register than any other, and that register is accumulator.
- Registers with the most flip-flops :: accumulator (16)
- In the final layout, the share of cells above drive strength 1 is 16.7%.
- Synthesis-to-finish area growth :: 18.5%
- The finished layout reports a core utilization of 16.2%.

** Global route
- Pin count of the biggest net entering global routing :: 10
- Global route total overflow :: 0
- Wire length of the first global-routing pass :: 1.89 mm
- The via count of the first global-routing pass was 419.
- Overall routing resource usage :: 2.50%
- The number of antenna violations at the first check in global routing came to 0.

** Job
- Total of max-cap violations :: 0
- The logs give a warning total of 25.
[cells by family after synthesis]
logic type / share of synthesized area (%)
flops: 45.6
xor+xnor: 13.7
fa+ha+maj: 1.78
buf+inv: 4.28
compound gates: 22.6
simple gates: 11.9
[layer usage]
metal / vias to the layer above / GRT usage [%] / routed length [um]
li1: 233 / - / -
met1: 212 / 3.40 / 540
met2: 2 / 3.97 / 533
met3: 2 / 0.323 / 9
met4: 0 / 0.900 / 27
met5: - / 0 / 0
[worst max-delay path by stage]
stage / end / slack, ns / cells past startpoint
final: en_16_x_baud / 0.82 / 1
after global routing: en_16_x_baud / 0.77 / 1
after CTS: en_16_x_baud / 0.80 / 1
[metrics by stage]
step	cells	setup slack (ns)	hold WS [ns]	power, mW
2_1_floorplan	64	1.01	0.423	0.283
3_3_place_gp	132	0.922	0.435	0.283
3_5_place_dp	132	0.913	0.440	0.283
4_1_cts	136	0.796	0.469	0.527
5_1_grt	136	0.768	0.476	0.543
6_report	136	0.824	0.461	0.522
[layout make-up]
class | instances | area (um^2)
clock buffer | 4 | 55.1
fill | 586 | 4310
inverter | 2 | 7.51
multi-input combinational | 43 | 352
sequential | 16 | 320
tap | 70 | 87.6
timing repair buffer | 1 | 10.0
[cells in the final DEF, fill, tap and decap left out, types with 2 or more instances in the layout]
| master | instances |
|---|---|
| xor2_1 | 5 |
| inv_1 | 2 |
| nor3_1 | 2 |
| dfxtp_1 | 16 |
| nor2_1 | 3 |
| a21oi_1 | 3 |
| xnor2_1 | 6 |
| nand2b_1 | 2 |
| nand2_1 | 2 |
| a211oi_2 | 3 |
| clkbuf_8 | 4 |
[Yosys cell counts]
cell,n
o211ai_2,1
buf_4,1
buf_6,1
a21o_1,1
nor4_1,1
ha_1,1
nand3_1,1
nand4b_1,1
dfxtp_1,16
o221ai_2,1
a211oi_1,1
a31oi_1,1
nor2_1,3
a211o_1,1
nor3_1,2
nand4_1,1
inv_1,2
o21ai_0,1
o211a_1,1
xor2_1,5
a211oi_2,3
xnor2_1,6
a311oi_4,1
and3_1,1
o211ai_1,1
nand3_2,1
clkbuf_1,1
a21oi_1,3
nand2_1,2
nand2b_1,2
[power by group through the flow]
stage	Clock [mW]	Combinational (mW)	Sequential (mW)
after CTS	0.250	0.000000143	0.277
after global routing	0.266	0.000000143	0.277
final	0.244	0.000000143	0.277
Power figures rest on the tool's default switching activity, not on a simulated workload.
